==> ./design.v <==
module old_vending_controller(clk, reset, quarter_in, dollar_in, select1, select2, select3,
                 i, product1, product2, product3, quarter_out, dollar_out);
  input clk;
  input reset;
  input quarter_in;			 
  input dollar_in;     
  input select1;			 
  input select2;			 
  input select3;
  output [3:0] i;		 
  output product1;		 
  output product2;		 
  output product3;   
  output [2:0] quarter_out;	 
  output dollar_out;         
  parameter [4:0]
  S0 = 5'b00000,
  S1 = 5'b00001,
  S2 = 5'b00010,
  S3 = 5'b00011,
  S4 = 5'b00100,
  S5 = 5'b00101,
  S6 = 5'b00110,
  S7 = 5'b00111,
  S8 = 5'b01000,
  S9 = 5'b01001,
  S10 = 5'b01010,
  S11 = 5'b01011,
  S12 = 5'b01100,
  S13 = 5'b01101,
  S14 = 5'b01110,
  S15 = 5'b01111,
  S16 = 5'b10000,
  S17 = 5'b10001,
  S18 = 5'b10010,
  S19 = 5'b10011,
  S20 = 5'b10100,
  S21 = 5'b10101,
  S22 = 5'b10110,
  S23 = 5'b10111;
  reg [3:0] i;		 
  reg product1;		 
  reg product2;		 
  reg product3;   
  reg [2:0] quarter_out;	 
  reg dollar_out;         
  reg [4:0] state, next_state;
  always @(posedge clk)
    begin
      if (reset)	state <= S0;
      else			state <= next_state;
    end
  always @(clk or reset or quarter_in or select1 or select2 or select3)
    begin
      #1;
      next_state = S0;
      case(state) /*synthesis full_case*/
        S0: 
          begin
            i[3] = 0; i[2] = 0; i[1] = 0; i[0] = 0;
            product1 = 0; product2 = 0; product3 = 0;
            quarter_out[2] = 0; quarter_out[1] = 0; quarter_out[0] = 0;
            dollar_out = 0;
            if(quarter_in) next_state = S1;
            else if(dollar_in) next_state = S8;
            else
              next_state = S0;
          end
        S1: 
          begin
            i[3] = 0; i[2] = 0; i[1] = 0; i[0] = 1;
            product1 = 0; product2 = 0; product3 = 0;
            quarter_out[2] = 0; quarter_out[1] = 0; quarter_out[0] = 0;
            dollar_out = 0;
            if(quarter_in) next_state = S2;
            else if(dollar_in) next_state = S9;
            else
              next_state = S1;
          end
        S2:
          begin
            i[3] = 0; i[2] = 0; i[1] = 1; i[0] = 0;
            product1 = 0; product2 = 0; product3 = 0;
            quarter_out[2] = 0; quarter_out[1] = 0; quarter_out[0] = 0;
            dollar_out = 0;
            if(quarter_in) next_state = S3;
            else if(dollar_in) next_state = S10;
            else if ((select1 && select2) | (select1 && select3) | (select2 && select3)) next_state = S2;
            else if(select1) next_state = S5;
            else 
              next_state = S2;
          end
        S3:
          begin
            i[3] = 0; i[2] = 0; i[1] = 1; i[0] = 1;
            product1 = 0; product2 = 0; product3 = 0;
            quarter_out[2] = 0; quarter_out[1] = 0; quarter_out[0] = 0;
            dollar_out = 0;
            if(quarter_in) next_state = S8;
            else if(dollar_in) next_state = S20;  
            else if((select1 && select2) | (select1 && select3) | (select2 && select3)) next_state = S3;
            else if(select1) next_state = S6;
            else if(select2) next_state = S4;
            else 
              next_state = S3;
         end
        S4:	
          begin
            i[3] = 0; i[2] = 0; i[1] = 1; i[0] = 1;
            product1 = 0; product2 = 1; product3 = 0;
            dollar_out = 0;
            quarter_out[2] = 0; quarter_out[1] = 0; quarter_out[0] = 0;
            next_state = S0;
          end
        S5: 
          begin
            i[3] = 0; i[2] = 0; i[1] = 1; i[0] = 0;
            product1 = 1; product2 = 0; product3 = 0;
            quarter_out[2] = 0; quarter_out[1] = 0; quarter_out[0] = 0;
            dollar_out = 0;
            next_state = S0;
          end
        S6: 
          begin
            i[3] = 0; i[2] = 0; i[1] = 1; i[0] = 1;
            product1 = 1; product2 = 0; product3 = 0;
            quarter_out[2] = 0; quarter_out[1] = 0; quarter_out[0] = 1;
            dollar_out = 0;
            next_state = S0;
          end
        S7:
          begin
            i[3] = 0; i[2] = 1; i[1] = 1; i[0] = 0;
            product1 = 0; product2 = 0; product3 = 0;
            quarter_out[2] = 0; quarter_out[1] = 0; quarter_out[0] = 1;
            dollar_out = 0;
            next_state = S10;
          end
        S8:
          begin
            i[3] = 0; i[2] = 1; i[1] = 0; i[0] = 0;
            product1 = 0; product2 = 0; product3 = 0;
            quarter_out[2] = 0; quarter_out[1] = 0; quarter_out[0] = 0;
            dollar_out = 0;
            if(quarter_in) next_state = S9;
            else if(dollar_in) next_state = S21;  
            else if((select1 && select2) | (select1 && select3) | (select2 && select3)) next_state = S8;
            else if(select1) next_state = S11;
            else if(select2) next_state = S12;
            else if(select3) next_state = S17;
            else
              next_state = S8;
          end
        S9:
          begin
            i[3] = 0; i[2] = 1; i[1] = 0; i[0] = 1;
            product1 = 0; product2 = 0; product3 = 0;
            quarter_out[2] = 0; quarter_out[1] = 0; quarter_out[0] = 0;
            dollar_out = 0;
            if(quarter_in) next_state = S10;
            else if(dollar_in) next_state = S22;
            else if((select1 && select2) | (select1 && select3) | (select2 && select3)) next_state = S9;
            else if(select1) next_state = S13;
            else if(select2) next_state = S14;
            else if(select3) next_state = S18;
            else
              next_state = S9;
          end
        S10:
          begin
            i[3] = 0; i[2] = 1; i[1] = 1; i[0] = 0;
            product1 = 0; product2 = 0; product3 = 0;
            quarter_out[2] = 0; quarter_out[1] = 0; quarter_out[0] = 0;
            dollar_out = 0;
            if(quarter_in) next_state = S7;
            else if(dollar_in) next_state = S23;
            else if((select1 && select2) | (select1 && select3) | (select2 && select3)) next_state = S10;
            else if(select1) next_state = S15;
            else if(select2) next_state = S16;
            else if(select3) next_state = S19;
            else
              next_state = S10;
          end
        S11:
          begin
            i[3] = 0; i[2] = 1; i[1] = 0; i[0] = 0;
            product1 = 1; product2 = 0; product3 = 0;
            quarter_out[2] = 0; quarter_out[1] = 1; quarter_out[0] = 0;
            dollar_out = 0;
            next_state = S0;
          end
        S12:
          begin
            i[3] = 0; i[2] = 1; i[1] = 0; i[0] = 0;
            product1 = 0; product2 = 1; product3 = 0;
            quarter_out[2] = 0; quarter_out[1] = 0; quarter_out[0] = 1;
            dollar_out = 0;
            next_state = S0;
          end
        S13:
          begin
            i[3] = 0; i[2] = 1; i[1] = 0; i[0] = 1;
            product1 = 1; product2 = 0; product3 = 0;
            quarter_out[2] = 0; quarter_out[1] = 1; quarter_out[0] = 1;
            dollar_out = 0;
            next_state = S0;
          end
        S14:
          begin
            i[3] = 0; i[2] = 1; i[1] = 0; i[0] = 1;
            product1 = 0; product2 = 1; product3 = 0;
            quarter_out[2] = 0; quarter_out[1] = 1; quarter_out[0] = 0;
            dollar_out = 0;
            next_state = S0;
          end
        S15:
          begin
            i[3] = 0; i[2] = 1; i[1] = 1; i[0] = 0;
            product1 = 1; product2 = 0; product3 = 0;
            quarter_out[2] = 1; quarter_out[1] = 0; quarter_out[0] = 0;
            dollar_out = 0;
            next_state = S0;
          end
        S16:
          begin
            i[3] = 0; i[2] = 1; i[1] = 1; i[0] = 0;
            product1 = 0; product2 = 1; product3 = 0;
            quarter_out[2] = 0; quarter_out[1] = 1; quarter_out[0] = 1;
            dollar_out = 0;
            next_state = S0;
          end
        S17:
          begin
            i[3] = 0; i[2] = 1; i[1] = 0; i[0] = 0;
            product1 = 0; product2 = 0; product3 = 1;
            quarter_out[2] = 0; quarter_out[1] = 0; quarter_out[0] = 0;
            dollar_out = 0;
            next_state = S0;
          end
        S18:
          begin
            i[3] = 0; i[2] = 1; i[1] = 0; i[0] = 1;
            product1 = 0; product2 = 0; product3 = 1;
            quarter_out[2] = 0; quarter_out[1] = 0; quarter_out[0] = 1;
            dollar_out = 0;
            next_state = S0;
          end
        S19:
          begin
            i[3] = 0; i[2] = 1; i[1] = 1; i[0] = 0;
            product1 = 0; product2 = 0; product3 = 1;
            quarter_out[2] = 0; quarter_out[1] = 1; quarter_out[0] = 0;
            dollar_out = 0;
            next_state = S0;
          end
        S20:
          begin
            i[3] = 0; i[2] = 0; i[1] = 1; i[0] = 1;
            product1 = 0; product2 = 0; product3 = 0;
            quarter_out[2] = 0; quarter_out[1] = 0; quarter_out[0] = 0;
            dollar_out = 1;
            next_state = S3;
          end
        S21:
          begin
            i[3] = 0; i[2] = 1; i[1] = 0; i[0] = 0;
            product1 = 0; product2 = 0; product3 = 0;
            quarter_out[2] = 0; quarter_out[1] = 0; quarter_out[0] = 0;
            dollar_out = 1;
            next_state = S8;
          end
        S22:
          begin
            i[3] = 0; i[2] = 1; i[1] = 0; i[0] = 1;
            product1 = 0; product2 = 0; product3 = 0;
            quarter_out[2] = 0; quarter_out[1] = 0; quarter_out[0] = 0;
            dollar_out = 1;
            next_state = S9;
          end
        S23:
          begin
            i[3] = 0; i[2] = 1; i[1] = 1; i[0] = 0;
            product1 = 0; product2 = 0; product3 = 0;
            quarter_out[2] = 0; quarter_out[1] = 0; quarter_out[0] = 0;
            dollar_out = 1;
            next_state = S10;
          end
        default:
          begin
            i[3] = 0; i[2] = 1; i[1] = 0; i[0] = 0;
            product1 = 0; product2 = 0; product3 = 0;
            quarter_out[2] = 0; quarter_out[1] = 0; quarter_out[0] = 0;
            dollar_out = 0;
            next_state = S0;
          end
      endcase
    end
endmodule  
==> ./run.sh <==
#!/bin/bash
# OpenROAD 26Q1-2900-gdf79404cd8, Yosys 0.63+post, stock flow scripts
make -C /OpenROAD-flow-scripts/flow DESIGN_CONFIG=/design/flow/config.mk WORK_HOME=/design/flow/orfs finish
==> ./config.mk <==
export PLATFORM = sky130hd
export DESIGN_NAME = old_vending_controller
export DESIGN_NICKNAME = old_vending_controller
export VERILOG_FILES = /design/flow/design.v
export SDC_FILE = /design/flow/constraint.sdc
export NUM_CORES = 4
export LEC_CHECK = 1
export CORE_AREA = 10 10 105 105
export DIE_AREA = 0 0 115 115
==> ./constraint.sdc <==
current_design old_vending_controller

set clk_period 1.9
set clk_io_pct 0.2

create_clock -name clk0 -period $clk_period [get_ports {clk}]

set non_clock_inputs [all_inputs -no_clocks]
set_input_delay [expr $clk_period * $clk_io_pct] -clock clk0 $non_clock_inputs
set_output_delay [expr $clk_period * $clk_io_pct] -clock clk0 [all_outputs]
==> run_results.csv <==
group,metric,value,unit
outcome,run_status,"finished, violations left",
outcome,violations,"setup timing",
cts,worstSkewPairLatency,270,ps
layout,syn_to_final_growth,51.6,%
power,power_switching,211,uW
setup_path,crit_chain,"or4_4 > or3_1 > buf_2",
setup_path,slowest_stage,"or4_4",
routing,drc,0,
logic_synthesis,syn_area,977,um^2
setup_path,r2r_end,"state[0]",
routing,wire_per_inst,11.2,um
power,internal-power,840,uW
logic_synthesis,ys_seq_share,49.2,%
placed_design,io_buffers,16,
timing,finalMaxSlewViolations,0,
layout,largest_reg_flops,24,
power,cellLeakagePower,0.000620,uW
timing,setup_viol,1,
power,pwr-share-comb,8.2,%
min_path,hold_depth,2,
logic_synthesis,ys_cells,102,
layout,seqCellArea,484,um^2
logic_synthesis,edf_count,0,
min_path,holdPathEnd,"state[0]",
timing,max_freq,522,MHz
layout,top_register,"state",
setup_path,r2r_slack,630,ps
cts,clock-root-buffer,"clkbuf_8",
setup_path,r2r.worst_path.cells,4,
layout,fillCellCount,952,
logic_synthesis,synthArstFlopShare,0,%
logic_synthesis,synthCells,102,
floorplanning,rows,34,
power,power.density,710,nW/um^2
logic_synthesis,yosys_area,977,um^2
logic_synthesis,synthFlopType,"dfxtp_1",
flow_run,warnings,27,
min_path,hold_path.class,"reg2reg",
global_routing,grt_antenna_before_repair,0,
power,clkPwrFrac,42.3,%
setup_path,critical_path_arrival,1540,ps
logic_synthesis,yosys.cell_types.count,29,
routing,firstDrtPassIters,4,
routing,antenna_cells,0,
timing,hold_ws,468,ps
power,switching_share,20.1,%
global_routing,grt_pass1_wl,4.23,mm
timing,clock_skew,4.55,ps
routing,vias,850,
flow_run,cap_violations,0,
timing,rsz0062_at_grt,"yes",
global_routing,grt_pass1_vias,822,
floorplanning,core,8760,um^2
layout,drive_above_1_share,25.8,%
floorplanning,die_y,115,um
timing,setup_slack,-17.1,ps
setup_path,r2r_start,"state[5]",
floorplanning,fp_util,11.2,%
logic_synthesis,ys.flops,24,
timing,min_period,1920,ps
layout,reg_top3,"state: 24 flops",
routing,drt-initial-drc-count,51,
cts,cts_tree,"built",
logic_synthesis,synth.largest_area_cell,"dfxtp_1",
setup_path,critPathMaxStageDelay,520,ps
routing,viasPerCell,3.54,
setup_path,cp.required,1520,ps
setup_path,crit_path_end_kind,"output port",
global_routing,grt-ovfl-total,0,
floorplanning,die_area,13200,um^2
timing,hold_viol,0,
logic_synthesis,yosysWarnings,2,
setup_path,startpoint_type,"flip-flop",
logic_synthesis,top_area_share,49.2,%
power,max-vdd-ir-drop,0.000300,V
timing,finalClockPeriodUsage,101,%
power,seq_power_share,49.5,%
setup_path,critPathKind,"reg2out",
logic_synthesis,syn_area_per_cell,9.58,um^2
timing,fin_tns_setup,-17.1,ps
floorplanning,ios,18,
routing,postRouteAntennaNets,0,
global_routing,grt_use_total,3.95,%
layout,logic_area,534,um^2
floorplanning,fp.dieW,115,um
cts,cts.sinks,24,
routing,finalWirelength,2.69,mm
min_path,worstHoldStart,"state[13]",
cts,clkTransAtPathRegs,90,ps
placed_design,globalplace.congestion,0.861,
cts,cts_buffers,3,
global_routing,grt_max_degree,15,
setup_path,worstPathMaxFanout,2,
cts,ctsHtreeMaxLevel,1,
logic_synthesis,area_leaders,"dfxtp_1 (49%), and2_1 (8.3%), nor4b_4 (4.9%)",
placed_design,hpwl,2.06,mm
cts,cts_buffer_depth,2,
[critical path: cells and delay by family (launching register included)]
family	cells	cell delay [ps]
buf+inv	1	120
simple gates	2	830
flops	1	320
[how the worst max path moves through the flow]
stage	end	slack, ps	start
4_1_cts	quarter_out[0]	-70	state[5]
5_1_grt	quarter_out[0]	-70	state[5]
6_report	quarter_out[0]	-20	state[5]
[kinds of logic (layout without fill, tap and decap cells)]
kind of cell	Yosys count	in the layout	synth area share, %
flip-flops	24	24	49.2
buffers and inverters	4	34	2.30
AND-OR/OR-AND	17	17	11.8
other	1	1	0.384
AND/OR/NAND/NOR	54	54	34.6
XOR/XNOR	2	2	1.79
[routing by layer]
layer	track usage [%]	part of all wire [%]	vias to the layer above
met5	0	0	-
met4	0.330	0.45	0
met3	2.27	12	2
met2	5.48	39	24
met1	5.41	49	403
li1	-	-	421
[stage by stage]
| stage | util (%) | power (uW) | std cells | area [um^2] | setup slack [ps] |
|---|---|---|---|---|---|
| final | 16.9 | 1050 | 240 | 1480 | -17.1 |
| after CTS | 16.5 | 1050 | 239 | 1450 | -71.5 |
| after global routing | 16.9 | 1090 | 240 | 1480 | -69.0 |
| after detailed placement | 15.3 | 615 | 235 | 1340 | -42.6 |
| after global placement | 15.3 | 615 | 235 | 1340 | -32.2 |
| after floorplan | - | 558 | 102 | 977 | 432 |
[power groups by stage]
stage         clock network (uW)  registers, uW  logic [uW]
finish                       445            520        86.4
global route                 471            521        95.8
CTS                          447            519        86.1
[cells in the mapped netlist (2+ instances only)]
library cell   n
dfxtp_1       24
and2_1        13
nor2_1        10
nand2_1        7
nor4_1         5
o21ai_0        5
a21oi_1        4
a32o_1         3
and2_2         3
nand4_1        3
nor3_1         3
and3_1         2
buf_4          2
nor4b_4        2
or3_1          2
[cell type report]
class	instances	area share [%]
Multi-Input combinational cell	74	36.1
Sequential cell	24	32.7
Timing Repair Buffer	29	17.1
Tap cell	108	9.12
Clock buffer	3	2.79
Clock inverter	1	2.03
Inverter	1	0.253
[layout by cell type (no fill, tap or decap), types with 2 or more instances in the layout]
cell | netlist | final
a32o_1 | 3 | 3
clkbuf_8 | 0 | 3
dfxtp_1 | 24 | 21
and2_2 | 3 | 3
a21oi_1 | 4 | 4
clkdlybuf4s50_1 | 0 | 12
nor4b_4 | 2 | 2
and2_1 | 13 | 13
nor2_1 | 10 | 10
and3_1 | 2 | 2
dfxtp_2 | 0 | 3
nor4_4 | 0 | 3
nand2_1 | 7 | 7
nand4_1 | 3 | 3
nor3_1 | 3 | 2
or3_1 | 2 | 2
buf_4 | 2 | 13
dlygate4sd2_1 | 0 | 2
o21ai_0 | 5 | 5
[what timing repair did]
action                                  CTS  global route
endpoints found under the setup margin    6             5
gates resized                            14             4
buffers inserted                          1             1
pin swaps                                 6             5
hold buffers                              0             0
No activity file was given, so power comes from the tool's default toggle rates.
